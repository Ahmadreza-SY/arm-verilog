File: flow/design.v
module Adder (
	input [31:0] in_1, in_2, 
	output[31:0] out
);
  assign out = in_1 + in_2;
endmodule
module IF_Stage (
	input clk, rst, freeze, branch_taken,
	input[31:0] branch_addr,
	output[31:0] pc, instruction
);
	wire[31:0] mux_out, pc_out;
	Register pcReg (
		.clk(clk),
		.rst(rst),
		.write_en(~freeze),
		.reg_in(mux_out),
		.reg_out(pc_out)
	);
	MUX ifMux (
		.in_1(pc),
		.in_2(branch_addr),
		.select(branch_taken),
		.out(mux_out)
	);
	Adder pcInc (
		.in_1(pc_out),
		.in_2(32'd1),
		.out(pc)
	);
	InstructionMem instructionMem (
		.rst(rst),
		.addr(pc_out),
		.instruction(instruction)
	);
endmodule
module InstructionMem (
    input rst, 
    input[31:0] addr, 
    output[31:0] instruction
);
  reg [31:0] instMem [0:100];
  always @ (*) begin
   if (rst) begin 
      instMem[0] = 32'b1110_00_1_1101_0_0000_0000_0000_00010100;  
      instMem[1] = 32'b1110_00_1_1101_0_0000_0001_1010_00000001;  
      instMem[2] = 32'b1110_00_1_1101_0_0000_0010_0001_00000011;  
      instMem[3] = 32'b1110_00_0_0100_1_0010_0011_000000000010;  
      instMem[4] = 32'b1110_00_0_0101_0_0000_0100_000000000000;  
      instMem[5] = 32'b1110_00_0_0010_0_0100_0101_00010_00_0_0100;  
      instMem[6] = 32'b1110_00_0_0110_0_0000_0110_000010100000;  
      instMem[7] = 32'b1110_00_0_1100_0_0101_0111_00010_10_0_0010;  
      instMem[8] = 32'b1110_00_0_0000_0_0111_1000_000000000011;  
      instMem[9] = 32'b1110_00_0_1111_0_0000_1001_000000000110;  
      instMem[10] = 32'b1110_00_0_0001_0_0100_1010_000000000101;  
      instMem[11] = 32'b1110_00_0_1010_1_1000_0000_000000000110;  
      instMem[12] = 32'b0001_00_0_0100_0_0001_0001_000000000001;  
      instMem[13] = 32'b1110_00_0_1000_1_1001_0000_000000001000;  
      instMem[14] = 32'b0000_00_0_0100_0_0010_0010_000000000010;  
      instMem[15] = 32'b1110_00_1_1101_0_0000_0000_101100000001;  
      instMem[16] = 32'b1110_01_0_0100_0_0000_0001_000000000000;  
      instMem[17] = 32'b1110_01_0_0100_1_0000_1011_000000000000;  
      instMem[18] = 32'b1110_01_0_0100_0_0000_0010_000000000100;  
      instMem[19] = 32'b1110_01_0_0100_0_0000_0011_000000001000;  
      instMem[20] = 32'b1110_01_0_0100_0_0000_0100_000000001101;  
      instMem[21] = 32'b1110_01_0_0100_0_0000_0101_000000010000;  
      instMem[22] = 32'b1110_01_0_0100_0_0000_0110_000000010100;  
      instMem[23] = 32'b1110_01_0_0100_1_0000_1010_000000000100;  
      instMem[24] = 32'b1110_01_0_0100_0_0000_0111_000000011000;  
      instMem[25] = 32'b1110_00_1_1101_0_0000_0001_000000000100;  
      instMem[26] = 32'b1110_00_1_1101_0_0000_0010_000000000000;  
      instMem[27] = 32'b1110_00_1_1101_0_0000_0011_000000000000;  
      instMem[28] = 32'b1110_00_0_0100_0_0000_0100_000100000011;  
      instMem[29] = 32'b1110_01_0_0100_1_0100_0101_000000000000;  
      instMem[30] = 32'b1110_01_0_0100_1_0100_0110_000000000100;  
      instMem[31] = 32'b1110_00_0_1010_1_0101_0000_000000000110;  
      instMem[32] = 32'b1100_01_0_0100_0_0100_0110_000000000000;  
      instMem[33] = 32'b1100_01_0_0100_0_0100_0101_000000000100;  
      instMem[34] = 32'b1110_00_1_0100_0_0011_0011_000000000001;  
      instMem[35] = 32'b1110_00_1_1010_1_0011_0000_000000000011;  
      instMem[36] = 32'b1011_10_1_0_111111111111111111110111   ;  
      instMem[37] = 32'b1110_00_1_0100_0_0010_0010_000000000001;  
      instMem[38] = 32'b1110_00_0_1010_1_0010_0000_000000000001;  
      instMem[39] = 32'b1011_10_1_0_111111111111111111110011   ;  
      instMem[40] = 32'b1110_01_0_0100_1_0000_0001_000000000000;  
      instMem[41] = 32'b1110_01_0_0100_1_0000_0010_000000000100;  
      instMem[42] = 32'b1110_01_0_0100_1_0000_0011_000000001000;  
      instMem[43] = 32'b1110_01_0_0100_1_0000_0100_000000001100;  
      instMem[44] = 32'b1110_01_0_0100_1_0000_0101_000000010000;  
      instMem[45] = 32'b1110_01_0_0100_1_0000_0110_000000010100;  
      instMem[46] = 32'b1110_10_1_0_111111111111111111111111   ;  
      instMem[47] = 32'b1110_00_0_0_000000000000000000000000   ;  
      instMem[48] = 32'b1110_00_0_0_000000000000000000000000   ;  
      instMem[49] = 32'b1110_00_0_0_000000000000000000000000   ;  
      instMem[50] = 32'b1110_00_0_0_000000000000000000000000   ;  
      instMem[51] = 32'b1110_00_0_0_000000000000000000000000   ;  
      instMem[52] = 32'b1110_00_0_0_000000000000000000000000   ;  
      instMem[53] = 32'b1110_00_0_0_000000000000000000000000   ;  
      instMem[54] = 32'b1110_00_0_0_000000000000000000000000   ;  
      instMem[55] = 32'b1110_00_0_0_000000000000000000000000   ;  
      instMem[56] = 32'b1110_00_0_0_000000000000000000000000   ;  
    end
  end
  assign instruction = instMem[addr];
endmodule
module MUX(
	input[31:0] in_1, in_2, 
	input select, 
	output[31:0] out
);
  assign out = select ? in_2 : in_1;
endmodule
module Register (
	input clk, rst, write_en, 
	input[31:0] reg_in, 
	output reg[31:0] reg_out
);
  always @ (posedge clk) begin
    if (rst == 1) reg_out <= 0;
    else if (write_en) reg_out <= reg_in;
  end
endmodule
module NegRegister (
	input clk, rst, write_en, 
	input[31:0] reg_in, 
	output reg[31:0] reg_out
);
  always @ (negedge clk) begin
    if (rst == 1) reg_out <= 0;
    else if (write_en) reg_out <= reg_in;
  end
endmodule
File: flow/run.sh
#!/bin/bash
# OpenROAD 26Q1-2900-gdf79404cd8, Yosys 0.63+post, stock flow scripts
make -C /OpenROAD-flow-scripts/flow DESIGN_CONFIG=/design/flow/config.mk WORK_HOME=/design/flow/orfs finish
File: flow/config.mk
export PLATFORM = sky130hd
export DESIGN_NAME = IF_Stage
export DESIGN_NICKNAME = IF_Stage
export VERILOG_FILES = /design/flow/design.v
export SDC_FILE = /design/flow/constraint.sdc
export NUM_CORES = 4
export LEC_CHECK = 1
export CORE_UTILIZATION = 50
File: flow/constraint.sdc
current_design IF_Stage

set clk_period 6.9
set clk_io_pct 0.2

create_clock -name clk0 -period $clk_period [get_ports {clk}]

set non_clock_inputs [all_inputs -no_clocks]
set_input_delay [expr $clk_period * $clk_io_pct] -clock clk0 $non_clock_inputs
set_output_delay [expr $clk_period * $clk_io_pct] -clock clk0 [all_outputs]
==> results.py <==
# Synthesis and PnR figures
metrics = {
    "final_timing": {
        "clock_skew_ns": 0.004332,
        "tightest_slew_ns": 1.060,
        "slew_viol_final": 0,
        "setup_viol": 0,
        "fin_hold_ws_ns": 0.5180,
        "finalCriticalPeriod_ns": 5.047,
        "setup_tns_ns": 0,
        "rsz0062_at_grt": "no",
        "slew_headroom": 0.2920,
        "fin_crit_sh": 0.7315,
        "hold_violations": 0,
        "max_freq_mhz": 198.1,
        "timing.final.ws_setup_ns": 1.853,
    },
    "drt": {
        "ant_nets": 0,
        "diodes": 0,
        "wirelength_um": 13020,
        "drc": 0,
        "dr_wl_met2_um": 6121,
        "met3_wirelength_um": 882,
        "wl_met1_um": 5392,
        "avgViaCountPerCell": 6.252,
        "wl_per_cell_um": 17.52,
        "top_layer": "met4",
        "drt_first_pass_iters": 5,
        "vias": 4645,
        "drtIter0Drc": 345,
    },
    "run": {
        "maxCapViolations": 0,
        "tool_warnings": 31,
    },
    "synth": {
        "flop_cell": "dfxtp_1",
        "yosys_warnings": 1411,
        "syn-cell-area_mm2": 0.003857,
        "synth.logic.top_family": "simple AND/OR/NAND/NOR gates",
        "topCellsByArea": "dfxtp_1 (17%), nor2_1 (7.0%), nand2_1 (5.8%)",
        "synth_cell_types": 70,
        "ys_sh_mux": 0.01589,
        "synth.largest_area_cell": "dfxtp_1",
        "synth-edff-count": 0,
        "avgSynthCellArea_um2": 6.628,
        "ys_seq_share": 0.1661,
        "synth_flop_count": 32,
        "top_cell_area_share": 0.1661,
        "yosys_cells": 582,
        "ys_sh_xor": 0.07039,
        "adder_share": 0.01622,
        "simple_gate_share": 0.3711,
        "synthCells": 582,
        "ys_area_mm2": 0.003857,
        "yosys.area_share.aoi": 0.2828,
        "ys_async_sr_fraction": 0,
    },
    "worst_setup_path": {
        "crit_fanout": 20,
        "required_ns": 5.52,
        "worst_setup_path_end_kind": "output port",
        "critical_path_arrival_ns": 3.67,
        "critPathKind": "reg2out",
        "crit_path_start_kind": "register",
    },
    "floorplan": {
        "coreArea_mm2": 0.007370,
        "dieArea_mm2": 0.008070,
        "die_h_um": 89.84,
        "fp_util": 0.5234,
        "io_pins": 100,
        "die_w_um": 89.84,
        "fp-row-count": 31,
    },
    "clocking": {
        "cts.path.max_buffers": 2,
        "clk_pin_slew_worst_paths_ns": 0.07,
        "clk_latency_ns": 0.28,
        "cts_resized": 0,
        "clock-sinks": 32,
        "clock-root-buffer": "clkbuf_8",
        "cts_tree": "yes",
        "cts_buffers": 5,
        "cts_setup_buffers": 0,
        "postCtsHoldBufs": 0,
        "htreeDepth": 2,
    },
    "final_layout": {
        "areaGrowthSynthToFinish_pct": 27.05,
        "final_cell_mix": "clkdlybuf4s50_1 (98), nor2_1 (72), nand2_1 (60), a21oi_1 (43), o21ai_0 (41)",
        "regMostFlops": "pcReg.reg_out",
        "fin_area_mm2": 0.004901,
        "reg_top3": "pcReg.reg_out (32)",
        "postLayoutCoreUtil": 0.6650,
        "drive_gt1_frac": 0.06988,
        "largest_reg_flops": 32,
        "layout_top_cell": "clkdlybuf4s50_1",
        "fin_cells": 743,
    },
    "power": {
        "leakagePower_nw": 1.776,
        "p_total_mw": 0.6104,
        "peakVddDrop_uv": 147.9,
        "power_density_mw_per_mm2": 124.6,
    },
    "placement": {
        "dp_slack_ns": 2.282,
        "dp_cells": 735,
        "placed_cell_area_mm2": 0.004811,
        "place_congestion": 1.000,
        "hpwl_um": 9124,
        "port_buffers": 99,
    },
    "global_routing": {
        "grt_pass1_vias": 4222,
        "grt_pass1_wl_um": 21540,
        "grt_overflow": 0,
        "grt_max_degree": 77,
        "grt_antenna_before_repair": 0,
        "gr-usage-all-layers": 0.3267,
    },
    "worst_hold_path": {
        "hold_class": "reg2reg",
    },
    "status": {
        "outcome": "finished clean",
    },
}
[worst max-delay path, cell delays in order, from the launching register on]
cell and delay (ns):
dfxtp_1 0.47, inv_1 0.14, ha_1 0.49, nor2_1 0.50
nand2_1 0.10, a21oi_1 0.49, nor4b_2 0.55, or3_1 0.20
clkdlybuf4s50_1 0.45
[where the power goes]
group	internal (mW)	leakage [nW]	switching, mW	total (mW)
Clock	0.0814	0.0455	0.0704	0.152
Sequential	0.195	0.262	0.0146	0.210
Combinational	0.129	1.47	0.120	0.249
Total	0.406	1.78	0.205	0.610
[final cells by class]
| cell class | instances | area [um2] |
|---|---|---|
| clock buffers | 8 | 90.09 |
| fillers | 597 | 2469 |
| inverters | 14 | 52.55 |
| multi-input cells | 479 | 2918 |
| flip-flops and latches | 32 | 640.6 |
| well taps | 99 | 123.9 |
| repair buffers | 111 | 1076 |
[cell usage after synthesis, drive strengths merged (4+ instances only)]
cell type / count
nor2: 72
nand2: 60
a21oi: 43
o21ai: 41
clkbuf: 36
dfxtp: 32
nand3: 28
buf: 21
xnor2: 18
a22oi: 14
inv: 14
xor2: 13
nor4: 12
nand4: 11
nor3: 11
a31oi: 10
and3: 10
or2: 10
nor2b: 9
o22ai: 9
nand2b: 8
a211oi: 7
and2: 7
nand3b: 6
ha: 5
mux2i: 5
nor3b: 5
o31ai: 5
a32oi: 4
[path summary, 6_finish.rpt]
path	from	endpoint	slack (ns)	cells after the start
setup / recovery	pcReg.reg_out[0]	instruction[2]	1.85	8
hold / removal	pcReg.reg_out[29]	pcReg.reg_out[29]	0.52	2
setup reg to reg	pcReg.reg_out[3]	pcReg.reg_out[25]	4.05	7
hold reg to reg	pcReg.reg_out[29]	pcReg.reg_out[29]	0.52	2
[logic make-up (layout without fill, tap and decap cells)]
group,count (synthesis),count (layout)
buffers and inverters,71,133
and+or+nand+nor,267,267
muxes,6,6
DFF,32,32
AOI/OAI and AO/OA,170,170
adders and majority gates,5,5
xor gates and xnor gates,31,31
[metal layers]
| metal | global-route usage | vias to the layer above |
|---|---|---|
| met4 | 0.1352 | 0 |
| li1 | - | 2234 |
| met5 | 0 | - |
| met2 | 0.5372 | 250 |
| met1 | 0.4467 | 2114 |
| met3 | 0.02921 | 47 |
Power and IR drop assume default switching activity.
