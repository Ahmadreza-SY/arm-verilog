File: design/flow/config.mk
export PLATFORM = sky130hd
export DESIGN_NAME = MEM_Stage
export DESIGN_NICKNAME = MEM_Stage
export VERILOG_FILES = /design/flow/design.v
export SDC_FILE = /design/flow/constraint.sdc
export NUM_CORES = 4
export LEC_CHECK = 1
export CORE_UTILIZATION = 40
File: design/flow/constraint.sdc
current_design MEM_Stage

set clk_period 15.7
set clk_io_pct 0.2

create_clock -name clk0 -period $clk_period [get_ports {clk}]

set non_clock_inputs [all_inputs -no_clocks]
set_input_delay [expr $clk_period * $clk_io_pct] -clock clk0 $non_clock_inputs
set_output_delay [expr $clk_period * $clk_io_pct] -clock clk0 [all_outputs]
File: design/flow/design.v
module DataMemory (
    input clk, rst, mem_r_en, mem_w_en,
    input [31:0] address, dataIn,
    output [31:0] dataOut
  );
  integer i;
  reg [31:0] dataMem [0:15];
  wire[31:0] converted_address;
  assign converted_address = (address - 1024) >> 2;
  always @ (posedge clk) begin
    if (rst)
      for (i = 0; i < 16; i = i + 1)
        dataMem[i] <= 0;
    else if (mem_w_en)
      dataMem[converted_address] <= dataIn;
  end
  assign dataOut = (mem_r_en == 1) ? dataMem[converted_address] : 0;
endmodule
module MEM_Stage (
	input clk, rst, mem_read, mem_write,
	input[31:0] address, data,
	output[31:0] mem_result
);
	DataMemory dataMemory(
		.clk(clk),
		.rst(rst),
		.mem_r_en(mem_read),
		.mem_w_en(mem_write),
		.address(address),
		.dataIn(data),
		.dataOut(mem_result)
	);
endmodule
File: design/flow/run.sh
#!/bin/bash
# OpenROAD 26Q1-2900-gdf79404cd8, Yosys 0.63+post, stock flow scripts
make -C /OpenROAD-flow-scripts/flow DESIGN_CONFIG=/design/flow/config.mk WORK_HOME=/design/flow/orfs finish
==> flow_summary.toml <==
# generated from flow reports
[outcome]
outcome = "finished clean"

[yosys]
ys_ff = 512
synth_seq_share_pct = 66.23
avgSynthCellArea_sq_um = 15.19
synth.distinct_cells = 27
top_cells_by_area = "edfxtp_1 (66%), and2_1 (14%), mux4_2 (6.2%)"
synthArstFlopShare_pct = 0
yosys_warnings = 1
ys_top_cells_by_count = "and2_1 (512), edfxtp_1 (512), clkbuf_1 (104)"
synth_top_flop_cell = "edfxtp_1"
syn_inst = 1528
edf_count = 512
synth-area-yosys_sq_um = 23210
yosys.area.top_type = "edfxtp_1"
top_cell_area_share_pct = 66.23
synth_stat.cells = 1528
syn_area_sq_um = 23210

[die]
fp-row-count = 87
die_y_um = 242.9
fp_util_pct = 40.86
core_area_sq_um = 56820
chip_area_sq_um = 59010
die_x_um = 242.9
io_pins = 100

[critical_path]
worstPathCellList = "buf_8, buf_4, buf_4, mux2i_1, a22o_1, o31ai_1, clkdlybuf4s50_1"
cp_common_cell = "buf_4"
path_max_fanout = 61
worst_ep_arrival_time_ns = 6.39
required_ns = 12.56
cp-start-kind = "input port"
slowest_stage = "buf_4"
crit_type = "in2out"
max_stage_delay_ns = 0.70
end_kind = "output port"
critPathLaunch = "address[3]"

[clock_tree]
cts_buffers = 54
cts_hold_buffers = 0
htreeDepth = 2
clkTransAtPathRegs_ns = 0.06
cts_tree = "built"
cts_setup_buffers = 0
cts-resized-gates = 0
clockBufferDepth = 3
clock_sinks = 512
cts_root_buffer = "clkbuf_16"

[timing]
fin_crit_sh_pct = 60.72
worst_slew_pin_slew_ns = 0.7457
setup-tns-final_ns = 0
rsz0062_at_grt = "false"
drv_slew = 0
fmax_ghz = 0.1049
layout_setup_ws_ns = 6.167
setup-violations-final = 0
relSlewSlack_pct = 50.13
final_hold_viol_count = 0
min_period_ns = 9.533

[layout]
stdcell_area_sq_um = 26300
largest_reg_flops = 512
reg_top3 = "dataMemory.dataMem: 512 flops"
area_growth_pct = 13.29
fill_cells = 4837
top_register = "dataMemory.dataMem"
drive_gt1_share_pct = 17.30

[placement]
gp_congestion = 0.7996
numPortBuffers = 71
placed_area_sq_um = 24750
post-place-ws_ns = 6.111
dp_hpwl_mm = 31.83

[detailed_routing]
wl_per_cell_um = 25.03
first_pass_iters = 5
via_per_inst = 5.341
vias = 12600
first_iter_violations = 760
route.detailed.drc = 0
ant_nets = 0
wirelength_mm = 59.04

[flow_run]
warnings = 53
maxCapViolCount = 0

[global_route]
grt_pass1_vias = 13750
grt_pass1_wl_mm = 87.78
grt_overflow = 0
grt_usage_pct = 22.25
antenna_found_initial = 3
grt_max_degree = 62

[hold_path]
hold_path_class = "in2reg"
holdCritStartpoint = "data[9]"

[power]
p_leak_nw = 9.113
p_total_mw = 2.970
ir_drop_mv = 0.09685
power.density_nw_per_um2 = 112.9
==> area by class of cell <==
cell class              instances  area [sq um]  area share [%]
flip-flops and latches        512         15370           58.46
multi-input cells             878          7376           28.05
clock buffers                  69          1429           5.433
repair buffers                114          1049           3.987
well taps                     756         945.9           3.597
clock inverters                28         120.1          0.4567
diodes                          2         5.005         0.01903
==> layer usage <==
layer | track usage (%) | wire (um)
met5 | 0 | 14
met4 | 4.514 | 1436
met3 | 12.98 | 7750
met2 | 34.28 | 28650
met1 | 28.57 | 21190
==> kinds of logic (layout without fill, tap and decap cells) <==
family | after synthesis | count (layout) | share of synthesized area (%)
muxes | 192 | 192 | 12.07
other | 0 | 2 | 0
DFF | 512 | 512 | 66.23
buffers and inverters | 138 | 211 | 2.463
AOI/OAI and AO/OA | 128 | 128 | 4.139
and+or+nand+nor | 558 | 558 | 15.10
==> worst paths after layout <==
check | endpoint | depth (start not counted)
max | mem_result[28] | 7
min | dataMemory.dataMem[12][9] | 2
==> cell usage in the layout, fill, tap and decap left out, drive strengths merged <==
master	Yosys	layout
clkbuf	107	69
nand4b	1	1
clkinv	0	27
o31ai	32	32
or2	16	16
nor3	4	4
a22oi	32	32
and3b	1	1
nor2b	1	1
nor2	13	13
and3	1	1
or4b	1	1
buf	31	45
inv	0	1
mux2	64	64
clkdlybuf4s50	0	69
edfxtp	512	512
mux4	64	64
a22o	32	32
nand2	2	2
nand2b	4	4
o22ai	32	32
diode	0	2
nand4bb	2	2
and2	512	512
mux2i	64	64
==> metrics by stage <==
step           utilization, %  cells  hold WS, ns
6_report                46.28   2359        3.532
5_1_grt                 46.28   2358        3.571
4_1_cts                 46.27   2357        3.511
3_5_place_dp            43.55   2260        4.147
3_3_place_gp            43.55   2260        4.122
2_1_floorplan               -   1528        3.338
==> critical path: cells and delay by family <==
| family | cells | cell delay [ns] |
|---|---|---|
| compound gates | 2 | 0.58 |
| mux | 1 | 0.20 |
| buf+inv | 4 | 2.35 |
==> where the power goes <==
part           internal, mW  switching, mW  total [mW]
combinational        0.0969          0.135       0.232
clock                 0.635          0.504        1.14
sequential             1.58         0.0175        1.60
Power figures rest on the tool's default switching activity, not on a simulated workload.
