**/design/flow/run.sh**
```bash
#!/bin/bash
# OpenROAD 26Q1-2900-gdf79404cd8, Yosys 0.63+post, stock flow scripts
make -C /OpenROAD-flow-scripts/flow DESIGN_CONFIG=/design/flow/config.mk WORK_HOME=/design/flow/orfs finish
```
**/design/flow/config.mk**
```make
export PLATFORM = sky130hd
export DESIGN_NAME = ID_Stage
export DESIGN_NICKNAME = ID_Stage
export VERILOG_FILES = /design/flow/design.v
export SDC_FILE = /design/flow/constraint.sdc
export NUM_CORES = 4
export LEC_CHECK = 1
export CORE_UTILIZATION = 40
```
**/design/flow/constraint.sdc**
```tcl
current_design ID_Stage

set clk_period 60.6
set clk_io_pct 0.2

create_clock -name clk0 -period $clk_period [get_ports {clk}]

set non_clock_inputs [all_inputs -no_clocks]
set_input_delay [expr $clk_period * $clk_io_pct] -clock clk0 $non_clock_inputs
set_output_delay [expr $clk_period * $clk_io_pct] -clock clk0 [all_outputs]
```
**/design/flow/design.v**
```verilog
module ConditionCheck (
    input[3:0] cond, 
    input[3:0] nzcv,
    output reg condOut
  );
  always @ ( * ) begin
    case (cond)
        4'b0000: begin   
            if(nzcv[2] == 1)  condOut = 1;
            else condOut = 0; 
        end
        4'b0001: begin  
            if(nzcv[2] == 0)  condOut = 1;
            else condOut = 0; 
        end
        4'b0010: begin  
            if(nzcv[1] == 1)  condOut = 1;
            else condOut = 0; 
        end 
        4'b0011: begin  
            if(nzcv[1] == 0)  condOut = 1;
            else condOut = 0; 
        end 
        4'b0100: begin  
            if(nzcv[3] == 1)  condOut = 1;
            else condOut = 0; 
        end 
        4'b0101: begin  
            if(nzcv[3] == 0)  condOut = 1;
            else condOut = 0; 
        end 
        4'b0110: begin  
            if(nzcv[0] == 1)  condOut = 1;
            else condOut = 0; 
        end 
        4'b0111: begin  
            if(nzcv[0] == 0)  condOut = 1;
            else condOut = 0; 
        end 
        4'b1000: begin  
            if(nzcv[1] == 1 && nzcv[2] == 0)  condOut = 1;
            else condOut = 0; 
        end 
        4'b1001: begin  
            if(nzcv[1] == 0 && nzcv[2] == 1)  condOut = 1;
            else condOut = 0; 
        end 
        4'b1010: begin  
            if(nzcv[3] == nzcv[0])  condOut = 1;
            else condOut = 0; 
        end 
        4'b1011: begin  
            if(nzcv[3] != nzcv[0])  condOut = 1;
            else condOut = 0; 
        end 
        4'b1100: begin  
            if(nzcv[2] == 0 && nzcv[3] == nzcv[0])  condOut = 1;
            else condOut = 0; 
        end 
        4'b1101: begin  
            if(nzcv[2] == 0 || nzcv[3] != nzcv[0])  condOut = 1;
            else condOut = 0; 
        end 
        4'b1110: begin  
            condOut = 1;  
        end 
        4'b1111: begin  
            condOut = 1;
        end
    endcase
  end
endmodule
module ControlUnit (
    input S,
    input [1:0] mode,
    input [3:0] opCode,
    output reg B,
    output reg [3:0] ExecuteCommand,
    output reg S_out, WB_Enable, mem_read, mem_write
  );
  always @ ( * ) begin
    {B, ExecuteCommand, S_out, WB_Enable, mem_read, mem_write} <= 0;
    case (mode)
      2'b00: begin
        S_out <= S;
        case (opCode)
          4'b1101: begin ExecuteCommand <= 4'b1101; WB_Enable <= 1; end
          4'b1111: begin ExecuteCommand <= 4'b1111; WB_Enable <= 1; end
          4'b0100:  begin ExecuteCommand <= 4'b0100;  WB_Enable <= 1; end
          4'b0101: begin ExecuteCommand <= 4'b0101; WB_Enable <= 1; end
          4'b0010: begin ExecuteCommand <= 4'b0010; WB_Enable <= 1; end
          4'b0110: begin ExecuteCommand <= 4'b0110; WB_Enable <= 1; end
          4'b0000: begin ExecuteCommand <= 4'b0000; WB_Enable <= 1; end
          4'b1100: begin ExecuteCommand <= 4'b1100; WB_Enable <= 1; end
          4'b0001: begin ExecuteCommand <= 4'b0001; WB_Enable <= 1; end
          4'b1010: begin ExecuteCommand <= 4'b1010; WB_Enable <= 0; end
          4'b1000: begin ExecuteCommand <= 4'b1000; WB_Enable <= 0; end
      endcase
      end
      2'b01: begin
        case (opCode)
          4'b0100: begin 
            ExecuteCommand <= S ? 4'b0100 : 4'b0100; 
            mem_write <= ~S; 
            WB_Enable <= S;  
            mem_read <= S;
          end
        endcase
      end
      2'b10: begin 
        case (opCode)
          4'b0111: begin ExecuteCommand <= 4'b0000; B <= 1; end
        endcase
      end
    endcase
  end
endmodule
module ID_Stage(
	input clk, rst,
	input[31:0] instruction,
	input[31:0] result_wb,
	input write_back_in,
	input[3:0] dest_wb,
	input[3:0] sr,
	input hazard,
	output wb_en, mem_r_en, mem_w_en, b, s,
	output[3:0] exe_cmd,
	output[31:0] val_rn, val_rm,
	output imm,
	output[11:0] shift_operand,
	output[23:0] signed_imm_24,
	output[3:0] dest, src2
);
	assign src2 = (instruction[24:21] == 4'b0100 && instruction[27:26] == 2'b01) 
		? instruction[15:12] 
		: (imm == 1'b0 && instruction[4] == 0) 
			? instruction[3:0] 
			: 4'b0;
	RegisterFile registerFile (
	  .clk(clk),
	  .rst(rst),
	  .writeBackEn(write_back_in),
	  .src1(instruction[19:16]),
	  .src2(src2),
	  .Dest_wb(dest_wb),
	  .Result_WB(result_wb),
	  .reg1(val_rn),
	  .reg2(val_rm)
  	);
	wire w_condOut;
  	ConditionCheck condtionCheck (
	    .cond(instruction[31:28]), 
	    .nzcv(sr),
	    .condOut(w_condOut)
  	);
	wire w_s, w_b, w_mem_w_en, w_mem_r_en, w_wb_en;
	wire [3:0] w_exe_cmd;
  	ControlUnit controlUnit (
	    .S(instruction[20]),
	    .mode(instruction[27:26]),
	    .opCode(instruction[24:21]),
	    .S_out(w_s),
	    .B(w_b),
	    .ExecuteCommand(w_exe_cmd),
	    .mem_write(w_mem_w_en),
	    .mem_read(w_mem_r_en),
	    .WB_Enable(w_wb_en)
  	);
  	assign {s, b, mem_w_en, mem_r_en, wb_en, exe_cmd} = (~w_condOut || hazard) ? 9'd0 : {w_s, w_b, w_mem_w_en, w_mem_r_en, w_wb_en, w_exe_cmd};
  	assign {imm, signed_imm_24, shift_operand, dest} = {instruction[25], instruction[23:0], instruction[11:0], instruction[15:12]};
endmodule
module RegisterFile (
  input clk, rst, writeBackEn,
  input [3:0] src1, src2, Dest_wb,
  input [31:0] Result_WB,
  output [31:0] reg1, reg2
  );
  reg [31:0] registerMemory [0:15];
  integer i;
  always @ (negedge clk) begin
    if (rst) begin
      for (i = 0; i < 16; i = i + 1)
        registerMemory[i] <= i[31:0];
	    end
    else if (writeBackEn) registerMemory[Dest_wb] <= Result_WB;
  end
  assign reg1 = (registerMemory[src1]);
  assign reg2 = (registerMemory[src2]);
endmodule
```
==> flow_summary.yaml <==
# flow metrics
hold_path:
  min_delay_path_depth: 0
  worstHoldPathType: "in -> out"
  hold_path.startpoint: "instruction[10]"
  worst_hold_path.endpoint: "shift_operand[10]"
pwr:
  leakage_component_of_the_power_nw: 14.48
  peakVddDrop_mv: 0.02253
  p_per_area_mw_per_mm2: 30.45
  fin_total_pwr_mw: 1.034
routing:
  routed_wirelength_um: 86720
  ant_nets: 0
  drt-wirelength-per-cell_um: 24.08
  firstDrtPassIters: 7
  drt_iter0_markers: 1483
  drt_drc_violations_left: 0
  route.vias.total: 19950
  antenna_cells: 0
  viasPerCell: 5.540
yosys:
  yosysMostFrequentCell: "sky130_fd_sc_hd__edfxtp_1"
  yosys_cells: 2067
  post_synth_main_area_contributors: "sky130_fd_sc_hd__edfxtp_1 (55%), sky130_fd_sc_hd__mux4_2 (13%), sky130_fd_sc_hd__and2_1 (11%)"
  synth_flops: 512
  synth.yosys.seq_area_share: 0.5536
  syn_inst: 2067
  netlist_area_mm2: 0.02777
  top_area_cell_type_share_of_the_netlist_area: 0.5536
  top_cells_by_count: "sky130_fd_sc_hd__edfxtp_1 (512), sky130_fd_sc_hd__and2_1 (482), sky130_fd_sc_hd__nor2_1 (183), sky130_fd_sc_hd__mux2i_1 (167), sky130_fd_sc_hd__mux4_2 (160)"
  yosysTopAreaCell: "sky130_fd_sc_hd__edfxtp_1"
  yosys_area_mm2: 0.02777
  synth.distinct_cells: 45
  synth_async_sr_flop_share: 0
  synth.avg_cell_area_um2: 13.44
  edf_count: 512
  synth_top_flop_cell: "sky130_fd_sc_hd__edfxtp_1"
  number_of_synthesis_warnings: 3
setup_path:
  setup.worst_path.end_class: "flop"
  timing.critical_path.arrival_ps: 15270
  timing_worst_setup_path_type: "in -> reg"
  cp_data_required_time_ps: 30560
  timing.critical_path.slowest_cell_delay_ps: 850
  crit_path_start_kind: "input pin"
  slowest_stage: "sky130_fd_sc_hd__or2_2"
  worst-path-max-fanout: 32
  crit_chain: "clkdlybuf4s50_1 > nand4b_1 > nor2_4 > or2_2"
finish:
  largest_reg_flops: 512
  fill_cells: 5698
  final_design_area_no_fill_mm2: 0.03397
  area_growth_syn_to_layout_pct: 22.31
  area.combinational_mm2: 0.01136
  seqCellArea_mm2: 0.01537
  final_layout_size_suffix_gt1_frac: 0.1303
  layout_top_registers: "registerFile.registerMemory (512)"
  largest-register: "registerFile.registerMemory"
clock_tree:
  postCtsSetupRepairBufs: 0
  numCtsBuffers: 58
  post_cts_resized: 0
  cts_tree: "built"
  ctsRootBufferMaster: "sky130_fd_sc_hd__clkbuf_16"
  h-tree-depth: 2
  cts_hold_repair.buffers: 0
  clock_path_buffers: 3
  tritoncts_num_sinks: 512
  clk_pin_slew_worst_setup_hold_paths_ps: 30
sta:
  timing_max_transition_violations_final: 0
  finalSetupTns_ps: 0
  grt_setup_unrepaired: "false"
  setup_viol: 0
  worst_slew_pin_slew_ps: 943.0
  hold_viol_final: 0
  worst_slew_margin_rel: 0.3713
place:
  gp_congestion: 0.9088
  numPortBuffers: 172
  post_dp_cell_area_mm2: 0.03001
  place_hpwl_um: 50830
floorplanning:
  pin_count: 194
  floorplanUtilization: 0.4049
  rows: 96
  die_width_um: 265.5
  placeableCoreArea_mm2: 0.06859
  floorplan.die.height_um: 265.5
  design.die.area_mm2: 0.07049
job:
  max-cap-violations: 0
  log.warning_count: 537
global_routing:
  grt_util_all_layers: 0.2699
  total_grt_overflow: 0
  grt_first_pass_wirelength_um: 129700
  antenna_found_initial: 2
  largest_net_degree_at_the_start_of_global_routing: 64
  grt_pass1_vias: 21930
status:
  outcome: "completed"
## layer usage
| layer | track usage | part of all wire |
|---|---|---|
| met1 | 0.3481 | 0.37 |
| met5 | 0.005544 | 0.00085 |
| met2 | 0.3795 | 0.47 |
| met4 | 0.09295 | 0.026 |
| met3 | 0.1776 | 0.14 |
## cells in the final DEF, fill, tap and decap left out, types with 8 or more instances in the layout
cell type and n:
sky130_fd_sc_hd__nor2_1 169, sky130_fd_sc_hd__o21ai_0 32, sky130_fd_sc_hd__nor2_4 15, sky130_fd_sc_hd__inv_1 528, sky130_fd_sc_hd__mux4_2 160, sky130_fd_sc_hd__bufinv_16 12, sky130_fd_sc_hd__clkdlybuf4s50_1 168, sky130_fd_sc_hd__nand2b_1 8
sky130_fd_sc_hd__clkbuf_16 59, sky130_fd_sc_hd__edfxtp_1 512, sky130_fd_sc_hd__or2_2 16, sky130_fd_sc_hd__clkinvlp_2 16, sky130_fd_sc_hd__or4_1 33, sky130_fd_sc_hd__o22ai_1 66, sky130_fd_sc_hd__or3_1 31, sky130_fd_sc_hd__nor3_1 8
sky130_fd_sc_hd__o32ai_1 64, sky130_fd_sc_hd__mux2i_1 167, sky130_fd_sc_hd__and2_1 481, sky130_fd_sc_hd__nand2_1 20, sky130_fd_sc_hd__buf_4 46
## cell type report
cell class | count | area share
Clock buffer | 59 | 0.04347
Clock inverter | 559 | 0.07319
Inverter | 7 | 0.0008104
Multi-Input combinational cell | 1315 | 0.3344
Sequential cell | 512 | 0.4526
Tap cell | 931 | 0.03429
Timing Repair Buffer | 218 | 0.06115
## power breakdown
group | internal [mW] | switching [mW]
clock network | 0.273 | 0.235
registers | 0.414 | 0.0116
logic | 0.0487 | 0.0522
## worst max path at each step
stage / startpoint / endpoint / slack, ps / cells after the start
CTS: rst / registerFile.registerMemory[15][30] / 15320 / 4
global route: rst / registerFile.registerMemory[15][13] / 15110 / 4
finish: rst / registerFile.registerMemory[15][16] / 15280 / 4
## stage by stage
stage          utilization  setup WS (ps)  std cells  hold slack [ps]
3_3_place_gp        0.4375          14780       2984            24240
6_report            0.4952          15280       3601            24240
3_5_place_dp        0.4375          14670       2984            24240
2_1_floorplan            -          16370       2067            24260
4_1_cts             0.4952          15320       3601            24240
5_1_grt             0.4952          15110       3601            24240
## worst max-delay path: cells and delay by family
kind / cells / cell delay [ps]
and+or+nand+nor: 3 / 2460
buffers and inverters: 1 / 660
## cells by family (layout without fill, tap and decap cells)
family	count (synthesis)	in the layout	share of synthesized area
xor gates and xnor gates	3	3	0.0009463
buffers and inverters	240	843	0.04370
DFF	512	512	0.5536
AOI/OAI and AO/OA	183	183	0.04704
and+or+nand+nor	802	802	0.1648
muxes	327	327	0.1899
Power is estimated from default activity; no workload was simulated.
